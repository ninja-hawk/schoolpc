**/design/flow/design.v**
```verilog
module keyenc(input [15:0] keys,
	      output 	   key_in,
	      output [3:0] key_val);
function [0:0] inner(input [15:0]input_keys);
	begin
	if (input_keys == 16'b0)
	begin inner = 0;end	
	else
	begin inner = 1;end
	end
endfunction 
function [3:0] encoder(input [15:0] in_keys);
  begin
    casex (in_keys)
		16'bxxxx_xxxx_xxxx_xxx1: encoder = 4'b0000;
      16'bxxxx_xxxx_xxxx_xx1x: encoder = 4'b0001;
      16'bxxxx_xxxx_xxxx_x1xx: encoder = 4'b0010;
      16'bxxxx_xxxx_xxxx_1xxx: encoder = 4'b0011;
      16'bxxxx_xxxx_xxx1_xxxx: encoder = 4'b0100;
      16'bxxxx_xxxx_xx1x_xxxx: encoder = 4'b0101;
      16'bxxxx_xxxx_x1xx_xxxx: encoder = 4'b0110;
      16'bxxxx_xxxx_1xxx_xxxx: encoder = 4'b0111;
      16'bxxxx_xxx1_xxxx_xxxx: encoder = 4'b1000;
      16'bxxxx_xx1x_xxxx_xxxx: encoder = 4'b1001;
      16'bxxxx_x1xx_xxxx_xxxx: encoder = 4'b1010;
      16'bxxxx_1xxx_xxxx_xxxx: encoder = 4'b1011;
      16'bxxx1_xxxx_xxxx_xxxx: encoder = 4'b1100;
      16'bxx1x_xxxx_xxxx_xxxx: encoder = 4'b1101;
      16'bx1xx_xxxx_xxxx_xxxx: encoder = 4'b1110;
      16'b1xxx_xxxx_xxxx_xxxx: encoder = 4'b1111;
      default: encoder = 4'b0;
    endcase
  end
endfunction
assign key_in = inner(keys);
assign key_val = encoder(keys);
endmodule  
```
**/design/flow/run.sh**
```bash
#!/bin/bash
# OpenROAD 26Q1-2900-gdf79404cd8, Yosys 0.63+post, stock flow scripts
make -C /OpenROAD-flow-scripts/flow DESIGN_CONFIG=/design/flow/config.mk WORK_HOME=/design/flow/orfs finish
```
**/design/flow/config.mk**
```make
export PLATFORM = sky130hd
export DESIGN_NAME = keyenc
export DESIGN_NICKNAME = keyenc
export VERILOG_FILES = /design/flow/design.v
export SDC_FILE = /design/flow/constraint.sdc
export NUM_CORES = 4
export LEC_CHECK = 1
export CORE_AREA = 10 10 70 70
export DIE_AREA = 0 0 80 80
```
**/design/flow/constraint.sdc**
```tcl
current_design keyenc

set clk_period 2.0
set clk_io_pct 0.2

create_clock -name clk0 -period $clk_period

set non_clock_inputs [all_inputs -no_clocks]
set_input_delay [expr $clk_period * $clk_io_pct] -clock clk0 $non_clock_inputs
set_output_delay [expr $clk_period * $clk_io_pct] -clock clk0 [all_outputs]
```
==> flow_summary.json <==
{
  "ff_count": 0,
  "area_leaders": "nor2_1, nor4_4, a21oi_1",
  "die_area_sq_um": 6400,
  "grt_max_degree": 5,
  "n_fill_cell": 407,
  "routed_wl_mm": 1.01,
  "antenna_left": 0,
  "power_leakage_nw": 0.218,
  "dpl_worst_slack_ns": -0.315,
  "hpwlAfterDp_microns": 856,
  "yosys.area.top_type": "nor2_1",
  "die_h_microns": 80,
  "final-setup-viol-count": 0,
  "layout_min_cycle_time_ns": 1.92,
  "p_sw_uw": 29.2,
  "slew_violations": 0,
  "startpoint_type": "input port",
  "rsz0062_at_grt": "yes",
  "gp_congestion": 0.793,
  "yosysCellCount": 33,
  "clkbuf_count": 0,
  "drive_above_1_share_pct": 31.7,
  "worst_pin_slew_ns": 0.218,
  "hold_path_class": "in2out",
  "area_growth_pct": 182,
  "synth_warnings": 1,
  "intPower_uw": 36.7,
  "drt_first_pass_iters": 3,
  "logic_area_sq_um": 196,
  "fmax_mhz": 521,
  "netlist_top_cells_count": "nor2_1, nand2_1, a21oi_1, inv_1",
  "antenna_found_initial": 3,
  "fp.coreArea_sq_um": 3420,
  "grt.total_usage_pct": 2.86,
  "fp.dieW_microns": 80,
  "grt_pass1_vias": 349,
  "comb_power_share_pct": 100.0,
  "worst-path-max-fanout": 3,
  "top_area_share_pct": 16.6,
  "synth.distinct_cells": 15,
  "finalClockPeriodUsage_pct": 96.0,
  "flop_area_sq_um": 0,
  "syn_avg_cell_area_sq_um": 5.50,
  "vdd_drop_max_uv": 17.4,
  "ctsHoldBuffers": 0,
  "power.density_nw_per_um2": 129,
  "holdWs_ns": 1.27,
  "syn_area_sq_um": 181,
  "clkPwrFrac_pct": 0,
  "ys_area_sq_um": 181,
  "vias": 345,
  "relSlewSlack_pct": 85.3,
  "viasPerCell": 3.17,
  "outcome": "finished clean",
  "most_common_cell": "nor2_1",
  "overflow": 0,
  "end_kind": "primary output",
  "arrival_ns": 1.52,
  "io_buffer_count": 21,
  "seqPwrFrac_pct": 0,
  "wl_per_cell_microns": 9.28,
  "syn_inst": 33,
  "synth_seq_share_pct": 0,
  "pin_count": 21,
  "grt_pass1_wl_mm": 1.52,
  "initCoreUtil_pct": 5.31,
  "post-route-drc-count": 0,
  "worst-setup-path-type": "in2out",
  "drv_cap": 0,
  "setup_ws_ns": 0.0803,
  "swShare_pct": 44.3,
  "warning_count": 33,
  "drt_iter0_markers": 7,
  "num_rows": 21,
  "cp.required_ns": 1.60,
  "hold_viol_final": 0
}
## final cells by class
class	instances	area share, %
repair buffers	27	46.7
multi-input cells	30	38.4
well taps	46	11.2
inverters	3	2.20
diodes	3	1.47
## cells in the final DEF (no fill, tap or decap), drive strengths merged
| master | instances |
|---|---|
| a31oi | 1 |
| o21ai | 2 |
| buf | 7 |
| nand4 | 1 |
| nor4 | 1 |
| o31ai | 1 |
| o22ai | 1 |
| nor3b | 1 |
| dlymetal6s2s | 2 |
| nand2 | 5 |
| inv | 3 |
| clkdlybuf4s50 | 1 |
| o311a | 1 |
| clkdlybuf4s15 | 3 |
| dlygate4sd2 | 14 |
| nor2 | 8 |
| a21oi | 4 |
| nand2b | 1 |
| nor3 | 2 |
| diode | 3 |
| nand3 | 1 |
## worst max-delay path, cell delays in order
cell,delay (ns)
dlygate4sd2_1,0.27
nor2_2,0.19
nand2_2,0.09
a21oi_2,0.10
clkdlybuf4s50_1,0.47
## what timing repair did
action | 4_1_cts | 5_1_grt
endpoints found under the setup margin | 5 | 3
setup buffers | 0 | 2
pin swaps | 9 | 8
resized | 30 | 6
cloned | 0 | 0
## per-stage QoR
step / setup TNS [ns] / std cells / instance area, sq um / power (mW) / utilization (%)
floorplan: 0 / 33 / 181 / 0.0164 / -
global route: -0.00393 / 109 / 512 / 0.0736 / 15.0
detailed placement: -1.40 / 104 / 479 / 0.0711 / 14.0
global placement: -1.35 / 104 / 479 / 0.0703 / 14.0
CTS: 0 / 104 / 472 / 0.0612 / 13.8
finish: 0 / 109 / 512 / 0.0659 / 15.0
## power by group through the flow
stage                 clock network (mW)  registers, mW  logic, mW
after CTS                              0              0     0.0612
after global routing         0.000000200              0     0.0736
final                        0.000000200              0     0.0659
## layer usage
metal	GRT usage, %	vias up	wire (microns)
li1	-	178	-
met2	4.25	18	344
met4	0	0	0
met1	3.49	149	463
met5	0	-	0
met3	2.05	0	203
## logic make-up (layout without fill, tap and decap cells)
family	after synthesis	count (layout)	synth area share [%]
other	0	3	0
buffers and inverters	3	30	6.21
AND-OR/OR-AND	10	10	33.1
AND/OR/NAND/NOR	20	20	60.7
## path summary, 6_finish.rpt
kind	startpoint	endpoint	depth (start not counted)
setup / recovery	keys[0]	key_val[2]	5
hold / removal	keys[7]	key_val[3]	4
No activity file was given, so power comes from the tool's default toggle rates.
