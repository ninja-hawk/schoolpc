File: /design/flow/run.sh
#!/bin/bash
# OpenROAD 26Q1-2900-gdf79404cd8, Yosys 0.63+post, stock flow scripts
make -C /OpenROAD-flow-scripts/flow DESIGN_CONFIG=/design/flow/config.mk WORK_HOME=/design/flow/orfs finish
File: /design/flow/config.mk
export PLATFORM = sky130hd
export DESIGN_NAME = keybuf
export DESIGN_NICKNAME = keybuf
export VERILOG_FILES = /design/flow/design.v
export SDC_FILE = /design/flow/constraint.sdc
export NUM_CORES = 4
export LEC_CHECK = 1
export CORE_AREA = 10 10 104 104
export DIE_AREA = 0 0 114 114
File: /design/flow/constraint.sdc
current_design keybuf

set clk_period 1.2
set clk_io_pct 0.2

create_clock -name clk0 -period $clk_period [get_ports {clock}]

set non_clock_inputs [all_inputs -no_clocks]
set_input_delay [expr $clk_period * $clk_io_pct] -clock clk0 $non_clock_inputs
set_output_delay [expr $clk_period * $clk_io_pct] -clock clk0 [all_outputs]
File: /design/flow/design.v
module keybuf(input         clock,
	      input 	    reset,
	      input 	    key_in,
	      input [3:0]   key_val,
	      input 	    clear,
	      output [31:0] out);			
reg [31:0] a;
always @(posedge clock or negedge reset)
	begin
		if(!reset)
			begin a = 32'h0; end
		else if(clear)
			begin a <= 32'h0 ; end
		else if(key_in)
			begin
			a <= (a << 4) + key_val;
			end
	end
assign out = a;
endmodule  
==> results.sh <==
# source this file to load flow results
export IMPL_instances_no_fill=284
export IMPL_cts_root_buf="clkbuf_8"
export IMPL_fillers=944
export IMPL_min_period_ns=1.17
export IMPL_io_pins=40
export IMPL_cap_violations=0
export IMPL_clkPwrFrac_pct=40.3
export IMPL_slew_headroom_pct=89.8
export IMPL_ys_cells=103
export IMPL_rsz0062_at_grt="no"
export IMPL_initCoreUtil_pct=15.3
export IMPL_gr_total_overflow=0
export IMPL_setup_tns_ns=0
export IMPL_coreArea_mm2=0.00868
export IMPL_whs_ns=-0.0883
export IMPL_clkSinkCount=32
export IMPL_regMostFlops="a"
export IMPL_cp_cell_sequence="dlygate4sd2_1"
export IMPL_max_stage_delay_ns=0.38
export IMPL_p_total_uw=2180
export IMPL_antenna_found_initial=0
export IMPL_wl_per_cell_um=12.6
export IMPL_p_per_area_mw_per_mm2=1030
export IMPL_vias_per_cell=3.45
export IMPL_finalHoldViolations=32
export IMPL_finalCoreUtilization_pct=24.4
export IMPL_seq_power_share_pct=50.7
export IMPL_drive_above_1_share_pct=24.4
export IMPL_clkTransAtPathRegs_ns=0.07
export IMPL_cp_top_family="flip-flops"
export IMPL_r2r_end="a[15]"
export IMPL_skew_ns=0.00498
export IMPL_cp_max_fo=2
export IMPL_violations="hold timing"
export IMPL_yosysUniqueCellTypes=6
export IMPL_vias=981
export IMPL_drt_pass1_iterations=3
export IMPL_crit_type="reg2out"
export IMPL_dieHeight_um=114
export IMPL_grt_pass1_vias=1055
export IMPL_top_usage_layer="met2"
export IMPL_cts_inserted_buffers=5
export IMPL_area_growth_pct=59.6
export IMPL_cts_max_path_buffers=2
export IMPL_hold_path_class="in2async"
export IMPL_synth_flops=32
export IMPL_cp_slowest_cell="dfrtp_1"
export IMPL_fin_ws_ns=0.0320
export IMPL_dp_hpwl_mm=2.50
export IMPL_grtUsageTotal_pct=5.67
export IMPL_avgSynthCellArea_um2=12.9
export IMPL_use_met1_pct=6.45
export IMPL_largest_reg_flops=32
export IMPL_p_switching_uw=467
export IMPL_worstPathRequired_ns=0.96
export IMPL_status="finished with violations"
export IMPL_drc=0
export IMPL_largestRegisters="a x32"
export IMPL_worstSetupStartpointType="flip-flop"
export IMPL_ir_worst_vdd_uv=288
export IMPL_place_ws_ns=0.0604
export IMPL_tool_warnings=27
export IMPL_drt_iter0_markers=53
export IMPL_cp_arrival_ns=0.93
export IMPL_tightestPinTransition_ns=0.148
export IMPL_end_kind="primary output"
export IMPL_max_freq_mhz=856
export IMPL_n_antenna_cell=0
export IMPL_die_x_um=114
export IMPL_yosys_warnings=1
export IMPL_period_used_pct=97.3
export IMPL_placed_cells=251
export IMPL_grt_pass1_wl_mm=5.84
export IMPL_worstRegToRegCells=4
export IMPL_crit_buf_inv=1
export IMPL_synth_cells=103
export IMPL_grt_start_max_net_pins=33
export IMPL_rows=34
export IMPL_cts_htree_levels=2
export IMPL_portBuffers=39
export IMPL_leakagePower_uw=0.00119
export IMPL_use_met2_pct=9.23
export IMPL_synth_area_mm2=0.00132
export IMPL_wirelength_mm=3.57
export IMPL_grtUsageMet3_pct=3.19
export IMPL_final_max_slew_viol_count=0
export IMPL_timing_rr_start="a[11]"
export IMPL_ant_nets=0
export IMPL_report_final_setup_viol=0
export IMPL_dieArea_mm2=0.0130
export IMPL_cell_internal_pwr_uw=1710
export IMPL_clock_latency_ns=0.28
export IMPL_yosys_area_mm2=0.00132
export IMPL_power_frac_comb_pct=9.0
export IMPL_ys_seq_share_pct=60.5
export IMPL_cts_tree="built"
export IMPL_gp_congestion=0.679
export IMPL_swShare_pct=21.5
export IMPL_regToRegSetupSlack_ns=0.28
==> per-layer routing <==
metal | wire length [µm] | vias up
met4 | 33 | 0
met3 | 379 | 4
met1 | 1340 | 465
met5 | 0 | -
li1 | - | 484
met2 | 1820 | 28
==> synthesized netlist by cell type (all sizes together) <==
cell type	number	area [µm²]
nor2	32	120
dfrtp	32	801
mux2i	32	320
clkbuf	3	11.3
buf	4	71.3
==> how the worst max path moves through the flow <==
stage,from,cells after the start,end
4_1_cts,a[1],1,out[1]
5_1_grt,a[14],1,out[14]
6_report,a[14],1,out[14]
==> cell usage in the layout (no fill, tap or decap) <==
| master | Yosys | routed |
|---|---|---|
| mux2i_1 | 32 | 32 |
| nor2_1 | 32 | 32 |
| dfrtp_1 | 32 | 32 |
| buf_4 | 0 | 31 |
| dlygate4sd2_1 | 0 | 26 |
| clkbuf_8 | 0 | 7 |
| clkdlybuf4s15_1 | 0 | 6 |
| clkdlybuf4s50_1 | 0 | 5 |
| buf_12 | 3 | 3 |
| buf_2 | 0 | 2 |
==> through the flow <==
stage | area [µm²] | hold slack (ns)
floorplan | 1320 | -0.0556
global placement | 1850 | 0.208
detailed placement | 1850 | 0.213
CTS | 2090 | -0.0907
global route | 2110 | -0.0805
finish | 2110 | -0.0883
==> repair_timing <==
item | in CTS | in global routing
endpoints found under the setup margin | 32 | 7
endpoints found under the hold margin | 32 | 32
gates resized | 32 | 6
cloned | 0 | 0
setup buffers | 24 | 2
==> power groups by stage <==
stage / clock [µW] / combinational, µW / sequential (µW)
CTS: 915 / 200 / 1100
global route: 952 / 217 / 1100
finish: 878 / 195 / 1100
==> kinds of logic after synthesis <==
| group | after synthesis | share of synthesized area [%] |
|---|---|---|
| flip-flops | 32 | 60.5 |
| buffers and inverters | 7 | 6.24 |
| multiplexers | 32 | 24.2 |
| AND/OR/NAND/NOR | 32 | 9.07 |
==> final cells by class <==
cell class	count	area (µm²)	area share, %
Clock buffer	7	96.3	4.56
Multi-Input combinational cell	64	440	20.8
Sequential cell	32	801	37.9
Tap cell	108	135	6.39
Timing Repair Buffer	73	641	30.3
Power and IR drop assume default switching activity.
